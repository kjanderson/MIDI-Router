File: ./design.v
module midi_rx(
    midi_in,
    clk,
    rst,
    wb_addr_i,
    wb_dat_i,
    wb_dat_o,
    wb_we_i,
    wb_stb_i,
    wb_ack_o
);
parameter BASE_ADDR    = 8'h00;
parameter ST_STATUS    = 3'h0;
parameter ST_DATA2_RX1 = 3'h1;
parameter ST_DATA3_RX1 = 3'h2;
parameter ST_DATA3_RX2 = 3'h3;
input  wire       midi_in;
input  wire       clk;
input  wire       rst;
input  wire [7:0] wb_addr_i;
input  wire [7:0] wb_dat_i;
output wire [7:0] wb_dat_o;
input  wire       wb_we_i;
input  wire       wb_stb_i;
output wire       wb_ack_o;
wire int_uart_data_rdy;
wire [7:0] int_uart_data;
reg int_wb_ack_o;
reg [7:0] int_wb_dat_o;
reg [7:0] int_databuf[4:0];
reg [7:0] int_wb_databuf[4:0];
reg int_we_ack;
reg [1:0] int_curr_state;
reg [1:0] int_next_state;
assign wb_ack_o = int_wb_ack_o;
assign wb_dat_o = int_wb_dat_o;
function get_status;
input [7:0] in_data;
begin
    get_status = in_data[7] == 1'b1;
end
endfunction
function get_status_2b_msg;
input [7:0] in_data;
begin
    get_status_2b_msg = ((in_data[7:4] == 4'hC) ||
                         (in_data[7:4] == 4'hD));
end
endfunction
function get_status_3b_msg;
input [7:0] in_data;
begin
    get_status_3b_msg = ((in_data[7:4] == 4'h8) ||
                         (in_data[7:4] == 4'h9) ||
                         (in_data[7:4] == 4'hA) ||
                         (in_data[7:4] == 4'hB) ||
                         (in_data[7:4] == 4'hE));
end
endfunction
function get_realtime;
input [7:0] in_data;
begin
    get_realtime = ((in_data & 8'hF8) == 8'hF8);
end
endfunction
always @(posedge clk)
begin
    if (rst == 1'b1) begin
    end
    else begin
        if (wb_stb_i == 1'b1) begin
            if (wb_addr_i <= (BASE_ADDR + 3'h4)) begin
                if (wb_we_i == 1'b0) begin
                    int_wb_dat_o <= int_wb_databuf[wb_addr_i];
                    int_wb_ack_o <= 1'b1;
                end
                else begin
                    int_wb_ack_o <= int_we_ack;
                end
            end
            else begin
                int_wb_ack_o <= 1'b1;
            end
        end
        else begin
            int_wb_ack_o <= 1'b0;
        end
    end
end
always @(int_curr_state, int_uart_data_rdy, int_uart_data)
begin: bhv_sm_cl
    case(int_curr_state)
    ST_STATUS: begin
        if (int_uart_data_rdy == 1) begin
            if (get_realtime(int_uart_data)) begin
                int_next_state = ST_STATUS;
            end
            else begin
                if (get_status(int_uart_data)) begin
                    if (get_status_2b_msg(int_uart_data)) begin
                        int_next_state = ST_DATA2_RX1;
                    end
                    else if (get_status_3b_msg(int_uart_data)) begin
                        int_next_state = ST_DATA3_RX1;
                    end
                    else begin
                        int_next_state = ST_STATUS;
                    end
                end
                else begin
                    int_next_state = ST_STATUS;
                end
            end
        end
        else begin
            int_next_state = ST_STATUS;
        end
    end
    ST_DATA2_RX1: begin
        if (int_uart_data_rdy == 1) begin
            if (get_realtime(int_uart_data)) begin
                int_next_state = ST_DATA2_RX1;
            end
            else begin
                if (get_status(int_uart_data)) begin
                    if (get_status_2b_msg(int_uart_data)) begin
                        int_next_state = ST_DATA2_RX1;
                    end
                    else if (get_status_3b_msg(int_uart_data)) begin
                        int_next_state = ST_DATA3_RX1;
                    end
                    else begin
                        int_next_state = ST_STATUS;
                    end
                end
                else begin
                    int_next_state = ST_STATUS;
                end
            end
        end
        else begin
            int_next_state = ST_DATA2_RX1;
        end
    end
    ST_DATA3_RX1: begin
        if (int_uart_data_rdy == 1) begin
            if (get_realtime(int_uart_data)) begin
                int_next_state = ST_DATA3_RX1;
            end
            else begin
                if (get_status(int_uart_data)) begin
                    if (get_status_2b_msg(int_uart_data)) begin
                        int_next_state = ST_DATA2_RX1;
                    end
                    else if (get_status_3b_msg(int_uart_data)) begin
                        int_next_state = ST_DATA3_RX1;
                    end
                    else begin
                        int_next_state = ST_STATUS;
                    end
                end
                else begin
                    int_next_state = ST_DATA3_RX2;
                end
            end
        end
        else begin
            int_next_state = ST_DATA3_RX1;
        end
    end
    ST_DATA3_RX2: begin
        if (int_uart_data_rdy == 1) begin
            if (get_realtime(int_uart_data)) begin
                int_next_state = ST_DATA3_RX2;
            end
            else begin
                if (get_status(int_uart_data)) begin
                    if (get_status_2b_msg(int_uart_data)) begin
                        int_next_state = ST_DATA2_RX1;
                    end
                    else if (get_status_3b_msg(int_uart_data)) begin
                        int_next_state = ST_DATA3_RX1;
                    end
                    else begin
                        int_next_state = ST_STATUS;
                    end
                end
                else begin
                    int_next_state = ST_STATUS;
                end
            end
        end
        else begin
            int_next_state = ST_DATA3_RX2;
        end
    end
    default: begin
        int_next_state = ST_STATUS;
    end
    endcase
end
always @(posedge clk)
begin: bhv_sm_sl
    if (rst == 1'b1) begin
        int_curr_state <= ST_STATUS;
    end
    else begin
        int_curr_state <= int_next_state;
    end
end
always @(posedge clk)
begin: bhv_sm_op
    if (rst == 1'b1) begin
    end
    else begin
        if (int_we_ack == 1'b1) begin
            int_we_ack <= 1'b0;
        end
        case(int_curr_state)
        ST_STATUS: begin
            if (int_uart_data_rdy == 1'b1) begin
                if (get_realtime(int_uart_data)) begin
                    int_databuf[3'h1] <= int_uart_data;
                    int_databuf[3'h0][3'h0] <= 1'b1;
                    int_wb_databuf[3'h1] <= int_uart_data;
                    int_wb_databuf[3'h0][3'h0] <= 1'b1;
                end
                else if (get_status(int_uart_data)) begin
                    int_databuf[3'h2] <= int_uart_data;
                    if (get_status_2b_msg(int_uart_data)) begin
                        int_databuf[3'h0][3'h1] <= 1'b1;
                        int_databuf[3'h0][3'h2] <= 1'b0;
                    end
                    else if (get_status_3b_msg(int_uart_data)) begin
                        int_databuf[3'h0][3'h2] <= 1'b1;
                        int_databuf[3'h0][3'h1] <= 1'b0;
                    end
                end
            end
            else begin
                if (wb_stb_i) begin
                    if (wb_we_i) begin
                        if (wb_addr_i == (BASE_ADDR + 3'h0)) begin
                            int_databuf[wb_addr_i] <= wb_dat_i;
                        end
                    end
                    int_we_ack <= 1'b1;
                end
            end
        end
        ST_DATA2_RX1: begin
            if (int_uart_data_rdy == 1'b1) begin
                int_databuf[3'h3] <= int_uart_data;
                int_wb_databuf[3'h0] <= int_databuf[3'h0];
                int_wb_databuf[3'h2] <= int_databuf[3'h2];
                int_wb_databuf[3'h3] <= int_databuf[3'h3];
            end
        end
        ST_DATA3_RX1: begin
            if (int_uart_data_rdy == 1'b1) begin
                int_databuf[3'h3] <= int_uart_data;
            end
        end
        ST_DATA3_RX2: begin
             if (int_uart_data_rdy == 1'b1) begin
                int_databuf[3'h4] <= int_uart_data;
                int_wb_databuf[3'h0] <= int_databuf[3'h0];
                int_wb_databuf[3'h2] <= int_databuf[3'h2];
                int_wb_databuf[3'h3] <= int_databuf[3'h3];
                int_wb_databuf[3'h4] <= int_databuf[3'h4];
            end
       end
        default: begin
        end
        endcase
    end
end
uart_rx r0(
    .reset(rst),
    .clk(clk),
    .uart_in(midi_in),
    .uart_data(int_uart_data),
    .uart_data_rdy(int_uart_data_rdy)
);
endmodule
module uart_rx(
    reset,
    clk,
    clk_en,
    uart_in,
    uart_data,
    uart_data_rdy
);
parameter PERIF_ADDR = 4'h0;
input        clk;
input        clk_en;
input        reset;
input        uart_in;
output [7:0] uart_data;
output       uart_data_rdy;
reg [1:0] _uart_state;
reg [1:0] _uart_next_state;
reg [2:0] _uart_bit_cnt;
reg [2:0] _uart_samp_cnt;
reg [7:0] _uart_sr;
reg [7:0] _uart_reg;
reg _uart_data_rdy;
reg [2:0] _samp;
wire _uart_vote;
reg _z_uart_in;
assign _uart_vote = ((_samp[0] ^ _samp[1]) & _samp[2]) | (_samp[0] & _samp[1]);
assign uart_data = _uart_reg;
assign uart_data_rdy = _uart_data_rdy;
always @(posedge clk)
begin: bhv_uart_in
    _z_uart_in <= uart_in;
end
always @(_uart_state, uart_in, _z_uart_in, _uart_samp_cnt, _uart_vote, _uart_bit_cnt)
begin: bhv_cl_state
    if (_uart_state == 2'h0) begin
        if ((uart_in == 1'b0) && (_z_uart_in == 1'b1)) begin
            _uart_next_state = 2'h1;
        end
        else begin
            _uart_next_state = 2'h0;
        end
    end
    else if (_uart_state == 2'h1) begin
        if (_uart_samp_cnt == 3'h6) begin
            if (_uart_vote == 1'b0) begin
                _uart_next_state = 2'h2;
            end
            else begin
                _uart_next_state = 2'h0;
            end
        end
        else begin
            _uart_next_state = 2'h1;
        end
    end
    else if (_uart_state == 2'h2) begin
        if (_uart_bit_cnt == 3'h7) begin
            if (_uart_samp_cnt == 3'h6) begin
                _uart_next_state = 2'h3;
            end
            else begin
                _uart_next_state = 2'h2;
            end
        end
        else begin
            _uart_next_state = 2'h2;
        end
    end
    else if (_uart_state == 2'h3) begin
        if (_uart_samp_cnt == 3'h6) begin
            _uart_next_state = 2'h0;
        end
        else begin
            _uart_next_state = 2'h3;
        end
    end
    else begin
        _uart_next_state = 2'h0;
    end
end
always @(posedge clk)
begin: bhv_seq_state
    if (reset == 1'b1) begin
        _uart_state <= 2'h0;
    end
    else begin
        if (clk_en == 1) begin
            _uart_state <= _uart_next_state;
        end
    end
end
always @(posedge clk)
begin: bhv_samp_cnt
    if (reset == 1'b1) begin
        _uart_samp_cnt <= 2'h0;
    end
    else begin
        if (clk_en == 1) begin
            if (_uart_state != 2'h0) begin
                _uart_samp_cnt <= _uart_samp_cnt + 2'h1;
            end
            else begin
                _uart_samp_cnt <= 2'h0;
            end
        end
    end
end
always @(posedge clk)
begin: bhv_bit_cnt
    if (reset == 1'b1) begin
        _uart_bit_cnt <= 3'h0;
    end
    else begin
        if (clk_en == 1) begin
            if (_uart_state == 2'h2) begin
                if (_uart_samp_cnt == 3'h6) begin
                    _uart_bit_cnt <= _uart_bit_cnt + 3'h1;
                end
            end
        end
    end
end
always @(posedge clk)
begin: bhv_samp
    if (reset == 1'b1) begin
        _samp <= 3'h0;
    end
    else begin
        if (clk_en == 1) begin
            if (_uart_state != 2'h0) begin
                if (_uart_samp_cnt == 3'h6-3'h3) begin
                    _samp[0] <= uart_in;
                end
                else if (_uart_samp_cnt == 3'h6-3'h2) begin
                    _samp[1] <= uart_in;
                end
                else if (_uart_samp_cnt == 3'h6-3'h1) begin
                    _samp[2] <= uart_in;
                end
            end
        end
    end
end
always @(posedge clk)
begin: bhv_uart_sr
    if (reset == 1'b1) begin
        _uart_sr <= 8'h00;
    end
    else begin
        if (clk_en == 1) begin
            if (_uart_state == 2'h2) begin
                if (_uart_samp_cnt == 3'h6) begin
                    _uart_sr <= {_uart_vote, _uart_sr[7:1]};
                end
            end
        end
    end
end
always @(posedge clk, posedge reset)
begin: bhv_uart_data_rdy
    if (reset == 1'b1) begin
        _uart_data_rdy <= 1'b0;
    end
    else begin
        if (clk_en == 1) begin
            if (_uart_state == 2'h3) begin
                if (_uart_samp_cnt == 3'h6) begin
                    _uart_data_rdy <= 1'b1;
                end
            end
            else if (_uart_state == 2'h0) begin
                _uart_data_rdy <= 1'b0;
            end
        end
    end
end
always @(posedge clk)
begin: bhv_uart_reg
    if (reset == 1'b1) begin
        _uart_reg <= 8'h00;
    end
    else begin
        if (clk_en == 1) begin
            if (_uart_state == 2'h3) begin
                if (_uart_samp_cnt == 3'h6) begin
                    _uart_reg <= _uart_sr;
                end
            end
        end
    end
end
endmodule
File: ./constraint.sdc
current_design midi_rx

set clk_period 1.7
set clk_io_pct 0.2

create_clock -name clk0 -period $clk_period [get_ports {clk}]

set non_clock_inputs [all_inputs -no_clocks]
set_input_delay [expr $clk_period * $clk_io_pct] -clock clk0 $non_clock_inputs
set_output_delay [expr $clk_period * $clk_io_pct] -clock clk0 [all_outputs]
File: ./config.mk
export PLATFORM = sky130hd
export DESIGN_NAME = midi_rx
export DESIGN_NICKNAME = midi_rx
export VERILOG_FILES = /design/flow/design.v
export SDC_FILE = /design/flow/constraint.sdc
export NUM_CORES = 4
export LEC_CHECK = 1
export CORE_AREA = 10 10 70 70
export DIE_AREA = 0 0 80 80
File: ./run.sh
#!/bin/bash
# OpenROAD 26Q1-2900-gdf79404cd8, Yosys 0.63+post, stock flow scripts
make -C /OpenROAD-flow-scripts/flow DESIGN_CONFIG=/design/flow/config.mk WORK_HOME=/design/flow/orfs finish
==> results.sh <==
# yosys + openroad results
export IMPL_syn_instance_count=36
export IMPL_dieArea_um2=6400
export IMPL_status="completed"
export IMPL_maxCapViolCount=0
export IMPL_period_needed_ps=1380
export IMPL_final_setup_skew_ps=5.42
export IMPL_drt_pass1_iter_count=2
export IMPL_place_congestion=0.737
export IMPL_post_cts_resized=0
export IMPL_rsz0062_at_grt="false"
export IMPL_drt_wl_total_um=909
export IMPL_p_int_mw=0.355
export IMPL_initCoreUtil_pct=11.8
export IMPL_logic_area_um2=140
export IMPL_cts_hold_fix_buffers=0
export IMPL_post_cts_setup_buffers=0
export IMPL_combPwrFrac_pct=10.8
export IMPL_netlist_area_um2=404
export IMPL_rr_worst_depth=3
export IMPL_crit_buf_inv=1
export IMPL_drt_iter0_markers=1
export IMPL_synth_seq_area_share_pct=57.0
export IMPL_syn_avg_cell_area_um2=11.2
export IMPL_top_cells_by_area="edfxtp_1 (37%), dfxtp_1 (20%), buf_4 (13%)"
export IMPL_cts_root_buf="clkbuf_4"
export IMPL_fillers=391
export IMPL_netlist_area_leader_share_pct=37.2
export IMPL_setup_viol=0
export IMPL_crit_path_end="wb_dat_o[0]"
export IMPL_finish_utilization_pct=17.8
export IMPL_async_flop_share_pct=0
export IMPL_crit_path_start="int_wb_dat_o[0]"
export IMPL_grt_util_all_layers_pct=2.83
export IMPL_edf_count=5
export IMPL_ys_ff=9
export IMPL_overflow=0
export IMPL_worstSetupStartpointType="flip-flop"
export IMPL_area_growth_pct=50.8
export IMPL_synth_main_ff_cell="edfxtp_1"
export IMPL_grt_max_degree=6
export IMPL_switching_share_pct=18.6
export IMPL_cts_tree="done"
export IMPL_r2r_start="int_curr_state[3]"
export IMPL_numClockSinks=9
export IMPL_powerDensity_nw_per_um2=716
export IMPL_antenna_cells=0
export IMPL_core_um2=3420
export IMPL_slowest_stage="clkdlybuf4s50_1"
export IMPL_crit_reg2reg_capture="int_databuf[0][0]"
export IMPL_required_ps=1360
export IMPL_hold_path_class="flip-flop to flip-flop"
export IMPL_switchingPower_mw=0.0813
export IMPL_htree_levels=1
export IMPL_criticalPathCategory="flip-flop to primary output"
export IMPL_tns_ps=0
export IMPL_synth_cell_type_count=17
export IMPL_worstSkewPairLatency_ps=250
export IMPL_flop_area_um2=230
export IMPL_most_common_cell="buf_4"
export IMPL_antenna_found_initial=0
export IMPL_fmax_ghz=0.723
export IMPL_final_layout_size_suffix_gt1_share_pct=12.7
export IMPL_via_count=289
export IMPL_grt_pass1_vias=314
export IMPL_max_stage_delay_ps=470
export IMPL_synth_area_leader_cell="edfxtp_1"
export IMPL_clkPwrFrac_pct=35.7
export IMPL_io_buffers=14
export IMPL_path_delay_family="buffers and inverters"
export IMPL_path_max_fanout=1
export IMPL_ys_cells=36
export IMPL_io_pins=30
export IMPL_dieHeight_um=80
export IMPL_p_leak_nw=0.220
export IMPL_cts_made_buffers=3
export IMPL_finalHoldViolCount=0
export IMPL_clk_pin_slew_worst_paths_ps=60
export IMPL_clockBufferDepth=2
export IMPL_rows=21
export IMPL_post_drt_wl_per_cell_um=9.00
export IMPL_post_dp_hpwl_um=808
export IMPL_slew_viol_final=0
export IMPL_yosysWarnings=4
export IMPL_r2r_slack_ps=580
export IMPL_warnings=33
export IMPL_ys_area_um2=404
export IMPL_grt_pass1_wl_mm=1.41
export IMPL_peakVddDrop_uv=431
export IMPL_postRouteAntennaNets=0
export IMPL_crit_chain="clkdlybuf4s50_1"
export IMPL_remaining_drc_errors=0
export IMPL_die_x_um=80
export IMPL_crit_cells=1
export IMPL_common_cells="buf_4 (7), edfxtp_1 (5), dfxtp_1 (4), nor2b_1 (4), nor2_1 (3)"
export IMPL_vias_per_cell=2.86
export IMPL_fin_crit_sh_pct=81.3
export IMPL_crit_path_end_kind="primary output"
export IMPL_cp_data_arrival_time_ps=1040
export IMPL_p_seq_share_pct=53.5
cells in the final DEF, fill, tap and decap left out:
| cell | count |
|---|---|
| inv_1 | 2 |
| o21ai_0 | 1 |
| nor4_1 | 1 |
| and2_1 | 1 |
| clkbuf_4 | 3 |
| buf_4 | 1 |
| nand3_1 | 1 |
| a41oi_1 | 1 |
| nor3_2 | 1 |
| nor3b_2 | 1 |
| nand4_1 | 1 |
| conb_1 | 8 |
| clkdlybuf4s50_1 | 14 |
| nor2b_1 | 4 |
| edfxtp_1 | 5 |
| nor2_1 | 3 |
| dfxtp_1 | 4 |
| clkbuf_1 | 1 |
| or2_2 | 1 |
| o21bai_1 | 1 |
worst min path at each step:
stage	start	end	slack (ps)	cells past startpoint
4_1_cts	int_wb_databuf[0][0]	int_wb_dat_o[0]	420	0
5_1_grt	int_wb_databuf[0][0]	int_wb_dat_o[0]	420	0
6_report	int_wb_databuf[0][0]	int_wb_dat_o[0]	420	0
sequential cells by signal, summed over array words and instances (netlist names):
register	flops
int_curr_state	4
int_databuf	1
int_wb_ack_o	1
int_wb_dat_o	1
int_wb_databuf	1
int_we_ack	1
cell type report:
type / count / share of cell area, %
repair buffers: 15 / 24.2
multi-input cells: 25 / 23.0
clock buffers: 4 / 4.31
flip-flops and latches: 9 / 37.8
well taps: 46 / 9.45
inverters: 2 / 1.23
power groups by stage:
| stage | Sequential [mW] | Combinational, mW | Clock [mW] |
|---|---|---|---|
| 5_1_grt | 0.233 | 0.0520 | 0.185 |
| 6_report | 0.234 | 0.0471 | 0.156 |
| 4_1_cts | 0.234 | 0.0488 | 0.164 |
stage by stage:
stage	power, mW	std cells	hold slack, ps	instance area, um2	worst slack (ps)
global placement	0.287	97	402	583	52.3
finish	0.437	101	419	609	317
floorplan	0.258	43	400	430	576
CTS	0.446	101	422	609	295
global route	0.470	101	424	609	252
detailed placement	0.287	97	408	583	44.1
routing by layer:
layer  share of wire (%)  vias up  track usage [%]
li1                    -      145                -
met1                  42      129             3.21
met2                  46       13             4.33
met3                  10        2             2.05
met4                 1.3        0            0.352
met5                   0        -                0
kinds of logic (layout without fill, tap and decap cells):
group,Yosys count,in the layout,synth area share (%)
flip-flops,9,9,57.0
buffers and inverters,9,21,14.9
other,1,8,0.928
AND/OR/NAND/NOR,14,14,22.0
AND-OR/OR-AND,3,3,5.26
No activity file was given, so power comes from the tool's default toggle rates.
