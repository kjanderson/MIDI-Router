==> flow/design.v <==
module fifo(
    reset,
    clk,
    rd,
    wr,
    data_i,
    data_o,
    empty_n,
    full_n
);
parameter ADDR_SIZE = 9;
parameter RAM_DEPTH = (1 << ADDR_SIZE);
parameter WIDTH = 8;
input  wire             reset;
input  wire             clk;
input  wire             rd;
input  wire             wr;
input  wire [WIDTH-1:0] data_i;
output wire [WIDTH-1:0] data_o;
output wire             empty_n;
output wire             full_n;
reg [ADDR_SIZE:0] rd_pointer;
reg [ADDR_SIZE:0] wr_pointer;
wire ram_re;
wire ram_we;
assign ram_re = 1'b1;
assign ram_we = 1'b1;
assign empty_n = !(rd_pointer == wr_pointer);
assign full_n =  !((rd_pointer[ADDR_SIZE] ^ wr_pointer[ADDR_SIZE]) &&
                   (rd_pointer[ADDR_SIZE-1:0] == wr_pointer[ADDR_SIZE-1:0]));
always @(posedge clk, posedge reset)
begin: bhv_rd_pointer
    if (reset == 1'b1) begin
        rd_pointer <= 0;
    end
    else begin
        if (rd == 1'b1) begin
            rd_pointer <= rd_pointer + 1;
        end
    end
end
always @(posedge clk, posedge reset)
begin: bhv_wr_pointer
    if (reset == 1'b1) begin
        wr_pointer <= 0;
    end
    else begin
        if (wr == 1'b1) begin
            wr_pointer <= wr_pointer + 1;
        end
    end
end
ram ram0(
    .wdata(data_i),
    .waddr(wr_pointer[ADDR_SIZE-1:0]),
    .we(ram_we),
    .wclk(!clk),
    .rdata(data_o),
    .raddr(rd_pointer[ADDR_SIZE-1:0]),
    .re(ram_re),
    .rclk(clk)
);
endmodule
module ram(
    wdata,
    waddr,
    we,
    wclk,
    rdata,
    raddr,
    re,
    rclk
);
parameter ADDR_SIZE = 9;
parameter DATA_SIZE = 8;
parameter RAM_DEPTH = (1 << ADDR_SIZE);
input  wire [DATA_SIZE-1:0] wdata;
input  wire [ADDR_SIZE-1:0] waddr;
input  wire                 we;
input  wire                 wclk;
output wire [DATA_SIZE-1:0] rdata;
input  wire [ADDR_SIZE-1:0] raddr;
input  wire                 re;
input  wire                 rclk;
reg [DATA_SIZE-1:0] _mem_data [RAM_DEPTH-1:0];
reg [DATA_SIZE-1:0] _data_out;
assign rdata = _data_out;
always @(posedge wclk)
begin: bhv_data_write
    if (we == 1'b1) begin
        _mem_data[waddr] <= wdata;
    end
end
always @(posedge rclk)
begin: bhv_data_read
    if (re == 1'b1) begin
        _data_out <= _mem_data[raddr];
    end
end
endmodule
==> flow/run.sh <==
#!/bin/bash
# OpenROAD 26Q1-2900-gdf79404cd8, Yosys 0.63+post, stock flow scripts
make -C /OpenROAD-flow-scripts/flow DESIGN_CONFIG=/design/flow/config.mk WORK_HOME=/design/flow/orfs finish
==> flow/config.mk <==
export PLATFORM = sky130hd
export DESIGN_NAME = fifo
export DESIGN_NICKNAME = fifo
export VERILOG_FILES = /design/flow/design.v
export SDC_FILE = /design/flow/constraint.sdc
export NUM_CORES = 4
export LEC_CHECK = 1
export CORE_UTILIZATION = 30
==> flow/constraint.sdc <==
current_design fifo

set clk_period 101.5
set clk_io_pct 0.2

create_clock -name clk0 -period $clk_period [get_ports {clk}]

set non_clock_inputs [all_inputs -no_clocks]
set_input_delay [expr $clk_period * $clk_io_pct] -clock clk0 $non_clock_inputs
set_output_delay [expr $clk_period * $clk_io_pct] -clock clk0 [all_outputs]
==> flow_summary.toml <==
# generated from flow reports
[synthesis]
synth_cells = 7343
ys_types = 75
async_flop_share_pct = 0.485
most_common_cell = "edfxtp_1"
yosys_warnings = 2
area_leaders = "edfxtp_1, mux4_2, mux2i_1"
edf_count = 4096
ys_cells = 7343
avgSynthCellArea_um2 = 21.8
syn_area_mm2 = 0.160
top_area_share_pct = 76.8
synth.largest_area_cell = "edfxtp_1"
ys_ff = 4124
yosysSeqAreaShare_pct = 77.3
top_cells_by_count = "edfxtp_1, mux4_2, nor2_1, mux2i_1, clkbuf_1"
ff_type = "edfxtp_1"
ys_area_mm2 = 0.160

[die]
die_h_um = 732
num_rows = 267
fp-utilization_pct = 30.2
fp.dieW_um = 732
core_area_mm2 = 0.530
die_area_mm2 = 0.536
ioPinCount = 22

[timing]
rsz0062_at_grt = "false"
finalWorstSetupSlack_ns = 27.94
setup_viol = 0
hold_viol = 0
slew-limit-headroom_pct = 14.5
slew_viol_final = 0
fin_worst_skew_ns = 0.119
worst_pin_slew_ns = 1.28
setup-tns-final_ns = 0

[hold_path]
hp-class = "register to register"

[placed_design]
hpwl_um = 265000
dp_slack_ns = 27.04
numPortBuffers = 21
place.gp.congestion = 0.876
placed_cell_area_mm2 = 0.170

[clocking]
cts_tree = "built"
cts_buffers = 412
cts_buffer_depth = 4
cts_sinks = 4124
insertion_delay_ns = 1.03
post-cts-setup-buffers = 0
cts_max_level = 5
postCtsHoldBufs = 0
cts_resized = 0
clk_pin_slew_ns = 0.06
ctsRootBufferMaster = "clkbuf_16"

[grt]
grt_max_degree = 144
groute.usage.overall_pct = 18.2
antenna_found_initial = 17
grt_pass1_wl_um = 656000
grt-ovfl-total = 0
grt_pass1_vias = 107000

[drt]
routedWlPerCell_um = 23.6
routed_via_density = 4.73
drt-initial-drc-count = 5352
vias = 91300
postRouteAntennaNets = 0
dr.pass1.iters = 6
drt-total-wl_um = 456000
drc_errors = 0

[power]
vdd_drop_max_uv = 32.0
powerDensity_mw_per_mm2 = 28.0
p_leak_nw = 78.9

[setup_path]
critical_path.n_buffers_inverters = 5
setup.worst_path.start_class = "input pin"
cp-end-kind = "register"
arrival_ns = 23.42
path_class = "input pin to register"
slowest_delay_ns = 0.66
worstPathMaxFanout = 107
crit_slowest_cell = "buf_4"
crit_path_frequent_cell = "buf_4"
cp.required_ns = 51.37
crit_family = "buffers and inverters"
crit_chain = "buf_8 > buf_4 > buf_4 > buf_4 > buf_4"

[finish]
finalInstanceArea_mm2 = 0.200
syn2layout_area_growth_pct = 25.1
final_layout_size_suffix_gt1_share_pct = 18.5
fill_cells = 46400

[outcome]
status = "complete, no violations"

[job]
maxCapViolations = 0
tool_warnings = 1046
-- per-stage QoR --
stage               util, %  power, mW  hold WS, ns  std cells
floorplan                 -       3.06        0.466       7343
detailed placement     32.1       3.64        0.488      14400
CTS                    37.7       5.67        0.498      19200
finish                 37.8       5.60        0.494      19300
global route           37.8       5.93        0.517      19300
global placement       32.1       3.64        0.491      14400
-- flip-flops by register name (all words and copies together), names as in the netlist --
signal	flops
ram0._mem_data	4096
rd_pointer	10
wr_pointer	10
ram0._data_out	8
-- final cells by class --
class / instances / area, µm² / share of cell area (%)
Sequential cell: 4124 / 124000 / 61.8
Multi-Input combinational cell: 2741 / 33900 / 16.9
Clock inverter: 4441 / 19400 / 9.66
Clock buffer: 417 / 10400 / 5.19
Tap cell: 6994 / 8750 / 4.37
Timing Repair Buffer: 499 / 4000 / 2.00
Antenna cell: 69 / 173 / 0.0862
Inverter: 10 / 53.8 / 0.0269
-- layout by cell type, fill, tap and decap left out, types with 12 or more instances in the layout --
cell type,n
nand3_1,33
mux2i_1,242
nor3_1,22
a22o_1,16
o21ai_0,42
buf_4,465
xnor2_1,22
nor2b_1,17
a22oi_1,84
bufinv_16,75
o211ai_1,16
buf_12,13
mux2_2,13
mux4_2,1035
o221ai_1,45
a2111oi_0,13
a211oi_1,36
o22ai_1,43
nand2_1,169
inv_4,32
o21ai_1,18
diode_2,69
edfxtp_1,4096
clkinvlp_2,116
a21oi_1,83
clkdlybuf4s50_1,13
clkbuf_16,415
inv_1,4180
a221oi_1,36
a31oi_1,19
clkinv_4,12
nor2_1,555
-- where the power goes --
part / internal [mW] / leakage, nW / switching, mW
registers: 1.91 / 37.1 / 0.0254
logic: 0.551 / 12.9 / 0.910
clock network: 1.15 / 28.9 / 1.05
-- per-layer routing --
layer  up-vias  part of all wire, %  track usage, %  wire length (µm)
met1     44100                   30            16.1            136000
li1      40000                    -               -                 -
met2      6241                   46            25.6            211000
met5         -                 0.26            2.27              1170
met3       929                   20            18.4             89400
met4        45                  4.1            8.85             18500
-- final timing paths --
check	start	to	slack, ns	depth (start not counted)
worst max-delay path	data_i[5]	ram0._mem_data[46][5]	27.94	5
max in group asynchronous	reset	rd_pointer[3]	81.52	3
worst min register to register	rd_pointer[9]	rd_pointer[9]	0.49	1
worst min-delay path	rd_pointer[9]	rd_pointer[9]	0.49	1
worst max register to register	wr_pointer[2]	ram0._mem_data[7][1]	46.88	5
min in group asynchronous	reset	rd_pointer[4]	19.65	3
-- logic make-up after synthesis --
| family | after synthesis | synth area share [%] |
|---|---|---|
| AND-OR/OR-AND | 529 | 2.37 |
| XOR/XNOR | 28 | 0.153 |
| adder cells (fa/ha/maj) | 5 | 0.0391 |
| buffers and inverters | 478 | 1.71 |
| flip-flops | 4124 | 77.3 |
| multiplexers | 1290 | 16.2 |
| AND/OR/NAND/NOR | 889 | 2.29 |
Power is estimated from default activity; no workload was simulated.
