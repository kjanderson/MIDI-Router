==> flow/design.v <==
module ram(
    wdata,
    waddr,
    we,
    wclk,
    rdata,
    raddr,
    re,
    rclk
);
parameter ADDR_SIZE = 9;
parameter DATA_SIZE = 8;
parameter RAM_DEPTH = (1 << ADDR_SIZE);
input  wire [DATA_SIZE-1:0] wdata;
input  wire [ADDR_SIZE-1:0] waddr;
input  wire                 we;
input  wire                 wclk;
output wire [DATA_SIZE-1:0] rdata;
input  wire [ADDR_SIZE-1:0] raddr;
input  wire                 re;
input  wire                 rclk;
reg [DATA_SIZE-1:0] _mem_data [RAM_DEPTH-1:0];
reg [DATA_SIZE-1:0] _data_out;
assign rdata = _data_out;
always @(posedge wclk)
begin: bhv_data_write
    if (we == 1'b1) begin
        _mem_data[waddr] <= wdata;
    end
end
always @(posedge rclk)
begin: bhv_data_read
    if (re == 1'b1) begin
        _data_out <= _mem_data[raddr];
    end
end
endmodule
module wb_ram(
    wb_rst_i,
    wb_clk_i,
    wb_addr_i,
    wb_dat_i,
    wb_dat_o,
    wb_we_i,
    wb_stb_i,
    wb_ack_o,
);
parameter WB_START_ADDR = 8'h00;
parameter WB_END_ADDR = 8'h1F;
input  wire wb_rst_i;
input  wire wb_clk_i;
input  wire [7:0] wb_addr_i;
input  wire [7:0] wb_dat_i;
output wire [7:0] wb_dat_o;
input  wire wb_we_i;
input  wire wb_stb_i;
output wire wb_ack_o;
reg int_ack;
assign wb_ack_o = int_ack;
always @(wb_stb_i)
begin: bhv_ack
    int_ack = wb_stb_i;
end
ram #(
    .ADDR_SIZE(8)
)
r0(
    .wdata(wb_dat_i),
    .waddr(wb_addr_i),
    .we(wb_we_i & wb_stb_i),
    .wclk(wb_clk_i),
    .rdata(wb_dat_o),
    .raddr(wb_addr_i),
    .re(~wb_we_i & wb_stb_i),
    .rclk(wb_clk_i)
);
endmodule
==> flow/run.sh <==
#!/bin/bash
# OpenROAD 26Q1-2900-gdf79404cd8, Yosys 0.63+post, stock flow scripts
make -C /OpenROAD-flow-scripts/flow DESIGN_CONFIG=/design/flow/config.mk WORK_HOME=/design/flow/orfs finish
==> flow/config.mk <==
export PLATFORM = sky130hd
export DESIGN_NAME = wb_ram
export DESIGN_NICKNAME = wb_ram
export VERILOG_FILES = /design/flow/design.v
export SDC_FILE = /design/flow/constraint.sdc
export NUM_CORES = 4
export LEC_CHECK = 1
export CORE_UTILIZATION = 40
==> flow/constraint.sdc <==
current_design wb_ram

set clk_period 26.6
set clk_io_pct 0.2

create_clock -name clk0 -period $clk_period [get_ports {wb_clk_i}]

set non_clock_inputs [all_inputs -no_clocks]
set_input_delay [expr $clk_period * $clk_io_pct] -clock clk0 $non_clock_inputs
set_output_delay [expr $clk_period * $clk_io_pct] -clock clk0 [all_outputs]
==> results.toml <==
# yosys + openroad results
[critical_path]
worstSetupPathType = "in -> out"
cp.required_ns = 21.28
path_buffers = 2
r2r_setup_slack_ns = 23.65
path_cells = "clkdlybuf4s50_1 > clkdlybuf4s50_1"
critPathLaunchType = "primary input"
cpLargestDelayFamily = "buffers and inverters"
crit_fanout = 4
cp_slowest_stage_delay_ns = 0.64
cpMaxStageDelayCell = "clkdlybuf4s50_1"
worstReg2RegEnd = "r0._data_out[4]"
arrival_ns = 6.47
rr_worst_depth = 5
cp-end-kind = "output pin"
crit_top_cell = "clkdlybuf4s50_1"
reg2reg_from = "r0._mem_data[254][4]"

[final_layout]
fin_util_pct = 45.4
fillers = 15900
fin_cells = 6457
fin_area_um2 = 88400
syn_to_final_growth_pct = 12.8
drive_gt1_share_pct = 24.4

[drt]
wl_um = 184000
drcViolationCount = 0
vias = 36100
drt-vias-per-instance = 5.60
drt_iter0_drc = 2363
wl_per_cell_um = 28.5
ant_nets = 0
drt_first_pass_iters = 5

[clock_tree]
holdBufCountCts = 0
path_clk_slew_ns = 0.06
clock-root-buffer = "clkbuf_16"
cts_sinks = 2056
clk_path_buf_depth = 3
insertion_delay_ns = 0.83
cts_resized = 0
htree_levels = 4
numCtsBuffers = 203
post_cts_buffers = 0
cts_tree = "built"

[worst_hold_path]
worstHoldEndpoint = "r0._data_out[0]"
hold_class = "reg -> reg"
hold_depth = 5
hp-start = "r0._mem_data[51][0]"

[timing]
layout_min_cycle_time_ns = 11.79
fin_skew_ns = 0.0410
fin_ws_ns = 14.81
relSlewSlack_pct = 25.2
setup_violations = 0
grt_setup_unrepaired = "no"
worstMarginPinSlew_ns = 1.11
hold_violations = 0
drv_slew = 0
fin_setup_tns_ns = 0
fin_crit_sh_pct = 44.3
fmax_mhz = 84.8

[logic_synthesis]
syn_avg_cell_area_um2 = 22.2
adder_share_pct = 0
yosys.area_share.simple_pct = 1.60
async_flop_share_pct = 0
top_area_share_pct = 78.8
area_leaders = "edfxtp_1 (79%), mux4_2 (15%), a22oi_1 (2.5%), nor2_1 (1.3%), a21oi_1 (0.82%)"
synth.yosys.chip_area_um2 = 78300
synthCells = 3528
yosysTopAreaCell = "edfxtp_1"
synth_cell_type_count = 20
ys_seq_share_pct = 78.8
synth-warning-count = 2
ys_top_cells_by_count = "edfxtp_1 (2056), mux4_2 (512), nor2_1 (261), a22oi_1 (256), clkbuf_1 (144)"
ys_top_logic_family = "multiplexers"
yosys_cells = 3528
mux_share_pct = 14.7
synthAoiAreaFrac_pct = 3.63
synth_area_um2 = 78300
yosysMostFrequentCell = "edfxtp_1"
xor_share_pct = 0
edf_count = 2056
flop_cell = "edfxtp_1"
synth_flops = 2056

[placement]
dp_hpwl_um = 108000
dp.cells = 6081
place_congestion = 0.851
dpl_worst_slack_ns = 14.76
port_buffers = 27
place_area_um2 = 82000

[global_routing]
grt-ovfl-total = 0
grt_pass1_wl_um = 270000
grt_start_max_net_pins = 101
grt_pass1_vias = 40200
antenna_found_initial = 4
track_usage_pct = 20.9

[pwr]
powerDensity_nw_per_um2 = 74.5
ir_worst_vdd_mv = 0.0535
p_leak_nw = 26.5

[status]
outcome = "finished clean"

[floorplan]
die_area_um2 = 198000
fp-row-count = 162
die_width_um = 445
die_y_um = 445
fp_util_pct = 40.2
core-area_um2 = 195000
io_pins = 29

[run]
warnings = 29
maxCapViolCount = 0
## worst max-delay path by stage
stage,end,cells past startpoint,slack (ns),from
6_report,wb_ack_o,2,14.81,wb_stb_i
4_1_cts,wb_ack_o,2,14.76,wb_stb_i
5_1_grt,wb_ack_o,2,14.75,wb_stb_i
## per-stage QoR
step	power [mW]	hold WS [ns]
floorplan	3.79	0.896
CTS	6.64	1.07
finish	6.58	1.08
detailed placement	3.92	1.07
global placement	3.92	1.05
global route	6.78	1.12
## placed cells by master, fill, tap and decap left out, drive strengths merged
cell,count
clkbuf,264
nand3,5
buf,137
edfxtp,2056
nor2b,7
bufinv,12
nand4,8
diode,4
o41ai,32
nor3,2
nand2b,2
a21oi,128
nor2,261
and2,2
clkinvlp,2
inv,5
or2,1
clkinv,90
mux4,512
a22oi,256
nand2,30
clkdlybuf4s50,17
## cell type report
| class | count | area [um^2] | area share, % |
|---|---|---|---|
| inverters | 1 | 3.75 | 0.00425 |
| multi-input cells | 1246 | 15700 | 17.8 |
| repair buffers | 154 | 1300 | 1.47 |
| well taps | 2624 | 3280 | 3.71 |
| clock buffers | 264 | 5350 | 6.05 |
| clock inverters | 108 | 1000 | 1.13 |
| diodes | 4 | 10.0 | 0.0113 |
| flip-flops and latches | 2056 | 61700 | 69.9 |
## power by group
group / switching [mW] / internal [mW]
Sequential: 0.00177 / 3.57
Clock: 1.19 / 1.54
Combinational: 0.183 / 0.0980
## state kept, by name (all words and copies together), names as in the netlist
name	cells
r0._mem_data	2048
r0._data_out	8
## routing by layer
metal	part of all wire (%)	track usage [%]	vias to the layer above
met1	34	27.2	18600
met4	3.1	5.46	10
met2	48	30.2	1864
met5	0.16	1.12	-
li1	-	-	15300
met3	15	14.0	312
## kinds of logic (layout without fill, tap and decap cells)
logic type | after synthesis | in the layout
simple gates | 318 | 318
compound gates | 416 | 416
mux | 512 | 512
other cells | 0 | 4
buf+inv | 226 | 527
flops | 2056 | 2056
Power is estimated from default activity; no workload was simulated.
